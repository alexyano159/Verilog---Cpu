`flow/config.mk`:
```
export PLATFORM = sky130hd
export DESIGN_NAME = Instruction_Memory
export DESIGN_NICKNAME = Instruction_Memory
export VERILOG_FILES = /design/flow/design.v
export SDC_FILE = /design/flow/constraint.sdc
export NUM_CORES = 4
export LEC_CHECK = 1
export CORE_AREA = 10 10 73 73
export DIE_AREA = 0 0 83 83
export SYNTH_MEMORY_MAX_BITS = 65536
```
`flow/constraint.sdc`:
```
current_design Instruction_Memory

set clk_period 1.9
set clk_io_pct 0.2

create_clock -name clk0 -period $clk_period

set non_clock_inputs [all_inputs -no_clocks]
set_input_delay [expr $clk_period * $clk_io_pct] -clock clk0 $non_clock_inputs
set_output_delay [expr $clk_period * $clk_io_pct] -clock clk0 [all_outputs]
```
`flow/design.v`:
```
module Instruction_Memory #(
    parameter DATA_WIDTH = 32,
    parameter MEM_DEPTH = 256,
    parameter ADDR_WIDTH = 8
)(
    input [ADDR_WIDTH-1:0] Address, 
    output [DATA_WIDTH-1:0] Instruction
);
    reg [DATA_WIDTH-1:0] memory [0:MEM_DEPTH-1];  
    integer i;
    initial begin
        memory[0]  = {5'b00000, 5'd1, 5'd2, 5'd3, 12'b0};    
        memory[1]  = {5'b00001, 5'd2, 5'd1, 5'd3, 12'b0};    
        memory[2]  = {5'b00010, 5'd3, 5'd0, 5'd1, 12'b0};    
        memory[3]  = {5'b00011, 5'd4, 5'd2, 5'd1, 12'b0};    
        memory[4]  = {5'b00100, 5'd5, 5'd3, 5'd4, 12'b0};    
        memory[5]  = {5'b00101, 5'd1, 5'd5, 5'd3, 12'b0};    
        memory[6]  = {5'b00110, 5'd2, 5'd1, 5'd3, 12'b0};    
        memory[7]  = {5'b00111, 5'd3, 5'd2, 5'd0, 12'd1};    
        memory[8]  = {5'b01000, 5'd4, 5'd3, 5'd0, 12'd1};    
        memory[9]  = {5'b01001, 5'd5, 5'd0, 5'd0, 12'b0};    
        memory[10] = {5'b01010, 5'd1, 5'd1, 5'd0, 12'd1};    
        memory[11] = {5'b01011, 5'd2, 5'd2, 5'd0, 12'd1};    
        memory[12] = {5'b01100, 5'd3, 5'd3, 5'd0, 12'd1};    
        memory[13] = {5'b01101, 5'd4, 5'd4, 5'd0, 12'd1};    
        memory[14] = {5'b01110, 5'd1, 5'd0, 5'd0, 12'b0};    
        memory[15] = {5'b01111, 5'd2, 5'd2, 5'd0, 12'b0};    
        memory[16] = {5'b00000, 5'd6, 5'd6, 5'd0, 12'd10};   
        memory[17] = {5'b00001, 5'd7, 5'd7, 5'd0, -12'd5};   
        memory[18] = {5'b00010, 5'd8, 5'd8, 5'd0, 12'h0F0};  
        memory[19] = {5'b00011, 5'd9, 5'd9, 5'd0, 12'h00F};  
        memory[20] = {5'b00100, 5'd10, 5'd10, 5'd0, 12'hFF0};  
        memory[21] = {5'b00101, 5'd11, 5'd11, 5'd0, 12'hF0F};  
        memory[22] = {5'b00110, 5'd12, 5'd12, 5'd0, 12'd100};  
        memory[23] = {5'b10000, 5'd1, 5'd0, 5'd0, 12'd50};    
        memory[24] = {5'b10001, 5'd0, 5'd0, 5'd2, 12'd60};    
        memory[25] = {5'b10000, 5'd3, 5'd1, 5'd0, 12'd4};     
        memory[26] = {5'b10001, 5'd0, 5'd2, 5'd4, 12'd8};     
        memory[27] = {5'b10010, 5'd0, 5'd0, 5'd0, 12'd35};    
        memory[28] = {5'b10011, 5'd0, 5'd2, 5'd3, 12'd40};    
        memory[29] = {5'b10100, 5'd0, 5'd4, 5'd5, 12'd45};    
        memory[30] = {5'b10101, 5'd0, 5'd6, 5'd7, 12'd50};    
        memory[31] = {5'b10110, 5'd0, 5'd8, 5'd9, 12'd55};    
        memory[32] = {5'b10111, 5'd0, 5'd10,5'd11,12'd60};    
        memory[33] = {5'b11000, 5'd0, 5'd12,5'd13,12'd65};    
        for (i = 34; i < MEM_DEPTH; i = i + 1)
            memory[i] = {DATA_WIDTH{1'b0}};  
    end
    assign Instruction = memory[Address]; 
endmodule
```
`flow/run.sh`:
```
#!/bin/bash
# OpenROAD 26Q1-2900-gdf79404cd8, Yosys 0.63+post, stock flow scripts
make -C /OpenROAD-flow-scripts/flow DESIGN_CONFIG=/design/flow/config.mk WORK_HOME=/design/flow/orfs finish
```
==> ci_impl_report.md <==
### Metrics collected by this job

| Metric | Value |
|---|---|
| Status | `complete, but fails checks` |
| Failing checks | `setup timing` |
| Core Footprint | `3740 µm²` |
| Met2 wire len | `3080 µm` |
| P_leak | `1.30 nW` |
| Syn avg cell area | `6.91 µm²` |
| DP Wirelength | `3750 µm` |
| Peak Freq | `488 MHz` |
| Tot Pwr | `0.660 mW` |
| CP required | `1.52 ns` |
| Detailed Route WL | `6640 µm` |
| Area Overhead vs Synth | `136%` |
| FP Rows | `22` |
| GRT Total Usage | `16.7%` |
| Power Dens Cells | `230 nW/µm²` |
| Setup ws final | `-0.150 ns` |
| Synth warn | `1` |
| Worst Path Buf+Inv | `5` |
| Fp_density | `32.5%` |
| Hold Path Origin | `Address[7]` |
| Seq share, synth | `0%` |
| Crit start category | `input port` |
| First drt pass iteration count | `4` |
| Cycle use final | `108%` |
| Top Layer Used | `met4` |
| Routed Antenna Nets | `0` |
| DRC viols | `0` |
| Origin of the worst setup path | `Address[0]` |
| Final GP Congestion | `0.908` |
| Vias/cell | `5.60` |
| 1st-iter DRT viols | `159` |
| Non-filler cells, final | `345` |
| Syn Std Cell Area | `1220 µm²` |
| # placed instances | `303` |
| Routed length on met1 | `2950 µm` |
| Critical path type | `in -> out` |
| Hold Fails Final Rpt | `0` |
| Top cells excl fill/tap | `65 x buf_4, 33 x buf_6, 22 x buf_2` |
| Vias in the first global route | `2001` |
| WL met3 | `465 µm` |
| Boundary Pins | `40` |
| Initial antenna violation count | `0` |
| Grt ovf | `0` |
| Largest fanout on the critical path | `3` |
| Critical path's largest stage delay | `0.31 ns` |
| Tool warnings | `41` |
| Buffers on Ports | `37` |
| Worst hold path class | `in -> out` |
| Max Slew Vio Count | `0` |
| Gate Count Post-Synth | `176` |
| CP Capture Type | `output port` |
| Unrepaired setup endpoints after global routing | `yes` |
| Clock Buffer Count | `0` |
| Die width | `83 µm` |
| Flop count | `0` |
| CP arrival | `1.67 ns` |
| Yosys stat cell total | `176` |
| Period minus WS final | `2.05 ns` |
| Ratio of cells with drive above 1 in the final layout | `74.1%` |
| First-pass GRT wire length | `10100 µm` |
| Synth cell types | `54` |
| Die area | `6890 µm²` |
| Die Span Y | `83 µm` |
| Drt wl/cell | `19.2 µm` |
| Yosys stat chip area | `1220 µm²` |
| CP max-delay cell | `o311a_4` |
| Largest net degree at the start of global routing | `17` |
| Endpoints failing setup | `16` |
| # diodes | `0` |
| VDD IR max | `0.000172 V` |
| Fill count | `212` |
| Via count | `1933` |
| Max-cap violation count | `0` |
| CP cell instances | `buf_8 -> inv_8 -> buf_12 -> buf_6 -> ha_4 -> o311a_4 -> a2111oi_4 -> a311oi_2 -> buf_2` |
| Commonest non-fill, non-tap cell in the layout | `buf_4` |
| Register area | `0 µm²` |
| Family with the most delay on the worst path | `AND-OR/OR-AND gates` |
## stage by stage
| stage | worst slack [ns] | instance area (µm²) | utilization [%] | hold WS [ns] | setup TNS (ns) |
|---|---|---|---|---|---|
| finish | -0.150 | 2870 | 76.6 | 1.20 | -1.29 |
| global route | -0.208 | 2870 | 76.6 | 1.23 | -2.25 |
| CTS | -0.153 | 2630 | 70.2 | 1.19 | -0.757 |
| detailed placement | -1.01 | 1990 | 53.2 | 1.86 | -25.17 |
| global placement | -0.994 | 1990 | 53.2 | 1.86 | -24.73 |
| floorplan | 0.000706 | 1270 | - | 0.850 | 0 |
## synth_stat cells (2+ instances only)
cell,instances,area [µm²]
a21oi_1,23,115
o211ai_1,2,15.0
o21ai_0,8,40.0
o311a_1,3,30.0
a2111oi_2,2,30.0
nand2_1,18,67.6
and2b_1,2,15.0
buf_2,6,30.0
buf_6,7,78.8
nor2_4,3,33.8
nor3_1,5,25.0
nand2b_1,8,50.1
buf_4,7,52.6
o221a_1,2,22.5
a21oi_2,2,17.5
nand2_4,2,22.5
nand3_1,3,15.0
a211o_1,3,26.3
nor2b_1,10,62.6
a31oi_1,2,12.5
o21ai_1,2,10.0
inv_2,3,11.3
ha_1,8,100
nor2_1,13,48.8
nor4_1,2,12.5
inv_1,2,7.51
## worst min-delay path, delay by kind of cell
kind | cells | cell delay [ns]
simple gates | 3 | 0.24
buf+inv | 2 | 0.20
## logic make-up (layout without fill, tap and decap cells)
family	Yosys count	count (layout)	synth area share, %
xor gates and xnor gates	1	1	0.720
AOI/OAI and AO/OA	64	64	38.8
buffers and inverters	27	146	16.8
other	1	3	0.308
adders and majority gates	8	8	8.23
and+or+nand+nor	73	73	33.4
muxes	2	2	1.75
## what timing repair did
action / in CTS / in global routing
setup buffers: 32 / 9
resized: 207 / 54
setup endpoints to repair: 29 / 27
pin swaps: 42 / 28
cloned: 4 / 0
hold buffers: 0 / 0
## metal layers
layer,vias to the layer above,GRT usage (%)
met5,-,0
met4,0,4.31
met3,13,1.97
met2,94,28.7
met1,938,21.3
li1,888,-
## final cells by class
cell class                      instances  area (µm²)  area share, %
Tap cell                               48        60.1           2.10
Timing Repair Buffer                  141        1280           44.7
Inverter                                5        38.8           1.35
Multi-Input combinational cell        151        1490           51.9
## worst paths after layout
| path | slack [ns] | end | cells past startpoint |
|---|---|---|---|
| setup / recovery | -0.15 | Instruction[27] | 9 |
| hold / removal | 1.20 | Instruction[17] | 5 |
## power by group
part	leakage (nW)	internal, mW	switching (mW)
clock network	0	0	0
logic	1.30	0.347	0.312
registers	0	0	0
total	1.30	0.347	0.312
No activity file was given, so power comes from the tool's default toggle rates.
