File: design/flow/design.v
module Data_Memory #(
    parameter DATA_WIDTH = 32,
    parameter ADDR_WIDTH = 8  
)(
    input clk,
    input [ADDR_WIDTH-1:0] Address,
    input [DATA_WIDTH-1:0] Write_Data,
    input Mem_Write,
    input Mem_Read,
    output reg [DATA_WIDTH-1:0] Read_Data
);
    reg [DATA_WIDTH-1:0] memory [0:(1<<ADDR_WIDTH)-1];  
    integer i;
    initial begin  
        for(i=0;i<(1<<ADDR_WIDTH);i=i+1) 
            memory[i] = {DATA_WIDTH{1'b0}};
    end
    always @(posedge clk) begin
        if(Mem_Write)
            memory[Address] <= Write_Data;
    end
    always @(*) begin
        if (Mem_Read)
            Read_Data = memory[Address];
        else
            Read_Data = {DATA_WIDTH{1'b0}};  
    end
endmodule
File: design/flow/run.sh
#!/bin/bash
# OpenROAD 26Q1-2900-gdf79404cd8, Yosys 0.63+post, stock flow scripts
make -C /OpenROAD-flow-scripts/flow DESIGN_CONFIG=/design/flow/config.mk WORK_HOME=/design/flow/orfs finish
File: design/flow/config.mk
export PLATFORM = sky130hd
export DESIGN_NAME = Data_Memory
export DESIGN_NICKNAME = Data_Memory
export VERILOG_FILES = /design/flow/design.v
export SDC_FILE = /design/flow/constraint.sdc
export NUM_CORES = 4
export LEC_CHECK = 1
export CORE_UTILIZATION = 40
export SYNTH_MEMORY_MAX_BITS = 65536
File: design/flow/constraint.sdc
current_design Data_Memory

set clk_period 41.9
set clk_io_pct 0.2

create_clock -name clk0 -period $clk_period [get_ports {clk}]

set non_clock_inputs [all_inputs -no_clocks]
set_input_delay [expr $clk_period * $clk_io_pct] -clock clk0 $non_clock_inputs
set_output_delay [expr $clk_period * $clk_io_pct] -clock clk0 [all_outputs]
==> impl_metrics.toml <==
# flow metrics
[run_status]
outcome = "complete, but fails checks"
failed_checks = "capacitance limit, slew limit"

[job]
warning_count = 32
drv_cap = 1

[global_routing]
grt_start_max_net_pins = 104
number_of_global_route_vias_before_repair = 169866
globalRoute.totalOverflow = 0
wire_length_of_the_first_global_routing_pass_um = 1310000
grt_antenna_before_repair = 42
track_usage_pct = 26.1

[finish]
layout.cells.most_common_list = "edfxtp_1 (8,192), mux2i_1 (1,418), mux4_2 (1,154), buf_4 (859), clkbuf_16 (814)"
layout.cells.most_common = "edfxtp_1"
largest_reg_flops = 8192
layout_top_registers = "memory: 8192 flops"
fillCellCount = 63914
register_area_um2 = 246000
largest_register = "memory"
area.growth.synth_to_final_pct = 14.1
logic_cell_area_um2 = 66000
drive_above_1_share_pct = 23.0

[setup_path]
crit_required_ns = 33.52
worst-path-max-fanout = 76
endpoint_kind_of_the_worst_setup_timing_path = "output pin"
worst_ep_arrival_time_ns = 16.15
criticalPathCategory = "in2out"
startpoint_type = "input pin"

[yosys]
postSynth.topFlopCell = "edfxtp_1"
post_synth_instance_area_um2 = 314000
seq_area_frac_synth_pct = 78.3
netlist_instances = 15303
yosys-stat-cells = 15303
synthesis_warning_total = 1
synth-seq-cells = 8192
synth-area-yosys_um2 = 314000
synth-edff-count = 8192
yosys.cell_types.count = 56
syn_avg_cell_area_um2 = 20.5
async_reset_ff_share_pct = 0

[route]
drt_pre_antenna_iters = 7
drc = 0
post_drt_via_cell_ratio = 5.81
wl_per_cell_um = 34.5
wl_um = 941000
dr.first_iter.drc_count = 11423
final_antenna_net_count = 0
num_vias = 158505

[final_timing]
timing_hold_violations_final = 0
final.setup.tns_ns = 0
achievable-frequency_mhz = 40.8
layout_min_cycle_time_ns = 24.53
relSlewSlack_pct = -0.344
tightest_slew_ns = 1.50
finalHoldWorstSlack_ns = 7.61
final_report_max_slew_violation_count = 2
final.period_utilization_pct = 58.5
rsz0062_at_grt = "no"
setup_violations = 0

[placed_design]
port_buffers = 74
gp_routability_congestion = 0.912
dp_hpwl_um = 549000

[min_path]
holdCritPathClass = "in2reg"

[power_and_ir_drop]
total_leakage_power_nw = 113
ir_drop_mv = 0.0470
power_density_nw_per_um2 = 47.0

[clock_network]
clock_tree.root_cell = "clkbuf_16"
cts.repair.resized = 0
post-cts-setup-buffers = 0
htree_levels = 6
cts_buffers = 807
tritoncts = "built"
clock_path_buffers = 4
clock_sink_count = 8192
worst_setup_hold_path_clk_slew_ns = 0.06
cts.hold.buffers_added = 0

[die]
chipHeight_um = 888
floorplan.core_util_pct = 40.1
die_w_um = 888
io_pins = 75
core_box_area_um2 = 783000
floorplan.die_area_um2 = 789000
placement_rows = 325
-- cell type report --
cell class / count / share of cell area, %
clock inverter: 443 / 1.15
sequential: 8192 / 68.6
tap: 10464 / 3.65
clock buffer: 1011 / 5.89
multi-input combinational: 6184 / 18.4
timing repair buffer: 964 / 2.21
antenna: 34 / 0.0237
inverter: 3 / 0.00524
-- cells in the mapped netlist (30+ instances only) --
cell type | instances | area [um2]
buf_6 | 54 | 608
a22oi_1 | 70 | 526
a22o_1 | 32 | 280
nand4_1 | 135 | 845
mux4_2 | 1154 | 26000
nor2_1 | 480 | 1800
mux2i_1 | 1418 | 14200
buf_1 | 60 | 225
a221oi_1 | 126 | 1100
clkbuf_1 | 378 | 1420
a21oi_1 | 383 | 1920
edfxtp_1 | 8192 | 246000
nand3_1 | 181 | 906
o211ai_1 | 31 | 233
mux2_2 | 348 | 3920
nor2b_1 | 192 | 1200
nand2_1 | 167 | 627
and3_1 | 34 | 213
or4_1 | 31 | 233
a211oi_1 | 181 | 1360
o21ai_0 | 349 | 1750
nor3_1 | 37 | 185
buf_4 | 98 | 736
o22ai_1 | 416 | 2600
nor4_1 | 82 | 513
o221ai_1 | 62 | 543
a2111oi_0 | 155 | 1360
o32ai_1 | 30 | 263
buf_2 | 325 | 1630
-- metal layers --
metal	wire length, um	part of all wire, %	track usage, %
met3	200000	21	24.6
met4	44400	4.7	8.93
met5	3670	0.39	2.93
met1	274000	29	28.1
met2	418000	44	36.1
-- worst paths after layout --
path,startpoint,endpoint,slack [ns],cells after the start
worst max-delay path,Address[1],Read_Data[0],17.37,17
worst min-delay path,Write_Data[1],memory[38][1]$_DFFE_PP_,7.61,1
-- per-stage QoR --
stage / std cells / power [mW] / utilization (%) / cell area (um2) / worst slack (ns)
after global placement: 25799 / 10.0 / 42.5 / 333000 / 17.31
after detailed placement: 25803 / 10.0 / 42.5 / 333000 / 17.51
after global routing: 27269 / 17.3 / 45.8 / 358000 / 17.12
after CTS: 27257 / 16.9 / 45.8 / 358000 / 17.48
after floorplan: 15303 / 9.59 / - / 314000 / 23.02
final: 27295 / 16.9 / 45.8 / 358000 / 17.37
-- critical path, stage by stage --
cell             delay [ns]
buf_16                 0.30
buf_4                  0.45
buf_4                  0.57
buf_4                  0.59
buf_4                  0.57
buf_4                  0.54
buf_4                  0.49
buf_4                  0.71
mux2i_1                0.28
o22ai_1                0.10
nor4_1                 0.84
buf_4                  0.24
nand4_1                0.49
a21oi_1                0.45
a2111oi_4              0.19
buf_4                  0.24
clkdlybuf4s50_1        0.39
-- power breakdown --
part	switching (mW)	internal [mW]	total, mW
clock network	3.09	3.88	6.97
logic	0.595	0.250	0.845
registers	0.00352	9.03	9.04
total	3.69	13.2	16.9
-- cell families after synthesis --
kind of cell | after synthesis | synth area share (%)
and+or+nand+nor | 1387 | 2.22
buffers and inverters | 927 | 1.51
muxes | 2920 | 14.0
AOI/OAI and AO/OA | 1877 | 3.93
DFF | 8192 | 78.3
No activity file was given, so power comes from the tool's default toggle rates.
